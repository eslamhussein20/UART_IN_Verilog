`design/flow/run.sh`:
```
#!/bin/bash
# OpenROAD 26Q1-2900-gdf79404cd8, Yosys 0.63+post, stock flow scripts
make -C /OpenROAD-flow-scripts/flow DESIGN_CONFIG=/design/flow/config.mk WORK_HOME=/design/flow/orfs finish
```
`design/flow/constraint.sdc`:
```
current_design UART_TX

set clk_period 1.7
set clk_io_pct 0.2

create_clock -name clk0 -period $clk_period [get_ports {CLK}]

set non_clock_inputs [all_inputs -no_clocks]
set_input_delay [expr $clk_period * $clk_io_pct] -clock clk0 $non_clock_inputs
set_output_delay [expr $clk_period * $clk_io_pct] -clock clk0 [all_outputs]
```
`design/flow/config.mk`:
```
export PLATFORM = sky130hd
export DESIGN_NAME = UART_TX
export DESIGN_NICKNAME = UART_TX
export VERILOG_FILES = /design/flow/design.v
export SDC_FILE = /design/flow/constraint.sdc
export NUM_CORES = 4
export LEC_CHECK = 1
export CORE_AREA = 10 10 86 86
export DIE_AREA = 0 0 96 96
```
`design/flow/design.v`:
```
module  Control_Unit  
     (
		 input  wire  [2:0]COUNT ,
         input  wire  CLK ,
		 input  wire  RST ,
		 input  wire  Data_Valid ,
		 output reg   SHIFT,
		 output reg   [1:0]SEL ,
		 output reg   COUNT_EN , 
		 output reg   busy , 		 
		 output reg   Load
     );
localparam  [2:0] IDLE       = 3'b000 ,
                  START      = 3'b001 ,
                  D_SH       = 3'b011 ,
                  INS_PAR    = 3'b111 ,
                  STOP       = 3'b110 ;
reg         [2:0] Current_State , Next_State ;
always @(posedge CLK or negedge RST)
     begin
	     if(!RST)
	         begin			 
			     Current_State <= IDLE ; 	
			 end	    
	     else 
		     begin
			     Current_State <= Next_State ; 	
			 end 			 
	 end
always @(*)
     begin
	     case(Current_State)
		     IDLE : 
			         begin
					     if (Data_Valid==1'b1)
					         begin
					 	  	     Next_State = START ;			 							 
					         end
					     else 
						     begin
							     Next_State = IDLE ;							 							 
							 end					 
					 end
		     START : 
			         begin
						 Next_State = D_SH ;							 							 	
					 end
		     D_SH : 			         
			         begin
					     if (COUNT ==3'b111)
					         begin
					 	  	     Next_State = INS_PAR ;			 							 
					         end
					     else 
						     begin
							     Next_State = D_SH ;							 							 
							 end						 
					 end
		     INS_PAR : 
			         begin
					     Next_State = STOP ;							 					
					 end					 
		     STOP : 
			         begin
						 Next_State = IDLE ;							 							 					 
					 end	
             default :
			 	     begin
						 Next_State = IDLE ;							 							 					 
					 end	
		 endcase
	 end	 
always @(*)
     begin
         SHIFT = 1'b0 ;
         SEL = 2'b00 ;
         COUNT_EN = 1'b0 ;
         busy = 1'b0 ;	 
         Load =  1'b0 ;
	     case(Current_State)
		     IDLE : 
			         begin
					     busy = 1'b0 ;
					     SEL = 2'b00 ;
					 end
		     START : 
			         begin
					     busy = 1'b1 ;	 
                         Load = 1'b1 ;
					 	 SEL  = 2'b01 ;
					 end
		     D_SH : 
			         begin
					     busy = 1'b1 ;	 
                         COUNT_EN = 1'b1 ;
					 	 SEL  = 2'b10 ;					 
                         SHIFT = 1'b1 ;
					 end
		     INS_PAR : 
			         begin
					     busy = 1'b1 ;	 
					 	 SEL  = 2'b11 ; 
					 end					 
		     STOP : 
			         begin
					     busy = 1'b1 ;	 
					 	 SEL  = 2'b00 ; 					 
					 end
             default :
			 	     begin
				         SHIFT = 1'b0 ;
                         SEL = 2'b00 ;
                         COUNT_EN = 1'b0 ;
                         busy = 1'b0 ;	 
                         Load =  1'b0 ;
					 end						 
		 endcase
	 end
endmodule
module Counter  
     (
         input wire CLK ,
		 input wire RST ,
		 input wire EN ,
		 output reg [2:0]COUNT
     );
always @(posedge CLK or negedge RST)
     begin
	     if(!RST)
	         begin			 
			     COUNT <= 3'b000 ; 	
			 end
	     else if (EN)
		     begin
	             COUNT <= COUNT + 3'b001 ;
	         end
	     else
		     begin
			     COUNT <= 3'b000 ; 	
			 end 
	 end
endmodule
module MUX  
     (
         input  wire I_0 ,
         input  wire I_1 ,
         input  wire I_2 ,
         input  wire I_3 ,
		 input  wire [1:0]SEL ,
		 output reg OUT
     );
always @(*)
     begin
	    case(SEL)
		     2'b00 : 
			         begin
					     OUT = I_0;				 
					 end
		     2'b01 : 
			         begin
					     OUT = I_1;				 					 
					 end		
		     2'b10 : 
			         begin
					     OUT = I_2;				 					 
					 end		
		     2'b11 : 
			         begin
					     OUT = I_3;				 					 
					 end				
		endcase
	 end
endmodule
module Parity_Calculator  
     (
		 input  wire [7:0]DATA_IN ,
         input  wire  CLK ,
		 input  wire  RST ,
		 input  wire  Load ,
		 output wire  Parity_Bit 
     );
reg [7:0] data ; 
always @(posedge CLK or negedge RST)
     begin
	     if(!RST)
	         begin			 
			     data <= 8'b00000000 ; 	
			 end
	     else if (Load)
		     begin
	             data <= DATA_IN ;	       			 
	         end
	     else
		     begin
				 data <= data ;
			 end 
	 end
assign Parity_Bit = data[7] ^ data[6] ^ data[5] ^ data[4] ^ data[3] ^ data[2] ^ data[1] ^ data[0] ;
endmodule
module  Shift_Register  
     (
		 input  wire  [7:0]DATA_IN ,
         input  wire  CLK ,
		 input  wire  RST ,
		 input  wire  Load ,
		 input  wire  SHIFT  ,
		 output wire   DATA_OUT 
     );
reg [7:0] date ; 
always @(posedge CLK or negedge RST)
     begin
	     if(!RST)
	         begin			 
			     date <= 8'b00000000 ; 	
			 end
	     else if (Load)
		     begin
	             date <= DATA_IN ;	       			 
	         end
	     else if (SHIFT)
		     begin
				 date <= date >> 1'b1 ;
			 end 
	     else 
		     begin
				 date <= date  ;
			 end 			 
	 end
assign DATA_OUT = date[0] ;
endmodule
module  UART_TX  
     (
		 input  wire  [7:0]P_DATA,
         input  wire  CLK ,
		 input  wire  RST ,
		 input  wire  Data_Valid ,
		 output wire   busy , 		 
		 output wire   S_DATA
     );
wire shift_w ;
wire counter_en_w ;
wire load_w ;
wire out_data_w ;
wire out_parity_bit_w ;
wire [1:0] sel_w ;
wire [2:0] count_w ;
Shift_Register  Shift_Register_A
     (
		.DATA_IN     (P_DATA)   ,
        .CLK         (CLK)   ,
		.RST         (RST)   ,
		.Load        (load_w)   ,
		.SHIFT       (shift_w)   ,
		.DATA_OUT    (out_data_w)
     );
Counter  Counter_A
     (
         .CLK     (CLK)  ,
		 .RST     (RST)  ,
		 .EN      (counter_en_w)  ,
		 .COUNT   (count_w) 
     );  
Parity_Calculator  Parity_Calculator_A
     (
	     .DATA_IN    (P_DATA) ,
         .CLK        (CLK) ,
	     .RST        (RST) ,
	     .Load       (load_w) ,
	     .Parity_Bit (out_parity_bit_w)
     );             
MUX  MUX_A
     (
        .I_0 (1'b1) ,
        .I_1 (1'b0) ,
        .I_2 (out_data_w) ,
        .I_3 (out_parity_bit_w) ,
		.SEL (sel_w) ,
		.OUT (S_DATA)
     );      
Control_Unit    Control_Unit_A
     (
		 .COUNT       (count_w) ,
         .CLK         (CLK) ,
		 .RST         (RST) ,
		 .Data_Valid  (Data_Valid) ,
		 .SHIFT       (shift_w) ,
		 .SEL         (sel_w) ,
		 .COUNT_EN    (counter_en_w) , 
		 .busy        (busy) , 		 
		 .Load        (load_w) 
     );
endmodule
```
==> flow_summary.json <==
{
  "setup_violations": 1,
  "ys_ff": 24,
  "grt_antenna_before_repair": 0,
  "period_minus_slack_ps": 1718,
  "warnings": 27,
  "fin_ws_ps": -17.68,
  "drc": 0,
  "netlist_top_cells_count": "dfrtp_1 (23), o21ai_0 (14), inv_1 (9), nand2_1 (8)",
  "vias": 637,
  "clk_root_buffer_cell": "clkbuf_8",
  "nFillCells": 580,
  "gp_congestion": 0.7435,
  "layout-drive-gt1-share_pct": 17.43,
  "ys_cells": 90,
  "required_ps": 1360,
  "place_area_um2": 1234,
  "edf_count": 0,
  "tightest_slew_ps": 299.2,
  "avgSynthCellArea_um2": 11.29,
  "rsz0062_at_grt": "yes",
  "skew_ps": 3.138,
  "drv_slew": 0,
  "grt-ovfl-total": 0,
  "cts_tree": "yes",
  "fin_util_pct": 24.41,
  "synth.distinct_cells": 18,
  "ys_area_um2": 1016,
  "ios": 13,
  "fp.dieH_um": 96,
  "grt_pass1_wl_um": 3187,
  "power-per-cell-area_nw_per_um2": 810.9,
  "top_area_cell": "dfrtp_1",
  "fp_util_pct": 18.34,
  "top_cell": "dfrtp_1",
  "vdd.ir_drop.worst_v": 0.0007119,
  "clk_pin_slew_worst_paths_ps": 80,
  "htree_levels": 1,
  "violations": "negative setup slack",
  "coreArea_um2": 5540,
  "dpl.hpwl_um": 1346,
  "period_used_pct": 101.0,
  "synth.top_cell.area_share_pct": 56.65,
  "n_antenna_cell": 0,
  "cpPeakStageDelay_ps": 410,
  "dr.pass1.iters": 4,
  "path_cells": "xnor2_2 -> xnor2_1 -> xnor2_1 -> o32ai_1 -> buf_2",
  "num_rows": 27,
  "design_area_um2": 1353,
  "path_common_cell": "xnor2_1",
  "hold_violations": 0,
  "cellLeakagePower_nw": 0.6201,
  "max_cap_violations": 0,
  "grt_max_degree": 25,
  "crit_fanout": 2,
  "max_clock_freq_mhz": 582.2,
  "startpoint_type": "flop",
  "critPathCaptureType": "output port",
  "drt_iter0_drc": 27,
  "cts_buffer_depth": 2,
  "cts_made_buffers": 3,
  "crit_arrival_ps": 1380,
  "crit_type": "flop to output port",
  "async_flop_share_pct": 100.0,
  "wl_per_cell_um": 10.09,
  "clk_latency_ps": 260,
  "grt_usage_pct": 4.348,
  "die_area_um2": 9216,
  "synth_warnings": 5,
  "vias_per_cell": 3.519,
  "grt_pass1_vias": 692,
  "topCellsByArea": "dfrtp_1 (57%), mux2i_1 (6.9%), o21ai_0 (6.9%)",
  "die_w_um": 96,
  "synthToLayoutAreaGrowth_pct": 33.13,
  "synthCells": 90,
  "ys_seq_share_pct": 59.24,
  "outcome": "finished with violations",
  "slowest_stage": "dfrtp_1",
  "syn_area_um2": 1016,
  "holdBufCountCts": 0,
  "slew_headroom_pct": 80.06,
  "cts_sinks": 24,
  "ys.flop_type": "dfrtp_1",
  "whs_ps": 433.7,
  "ant_nets": 0,
  "finalPower_w": 0.001097,
  "hp-class": "input port to async pin",
  "drt_wl_total_um": 1826,
  "port_buffers": 12
}
## registers in the layout, summed over array words and instances, names as in the netlist
name,flops
Shift_Register_A.date,8
Control_Unit_A.Current_State,5
Counter_A.COUNT,3
Parity_Calculator_A.data,8
## cell type report
cell class                 instances  area, um2  area share, %
clock inverter                     1      30.03          2.220
timing repair buffer              20      181.4          13.41
sequential                        24      603.1          44.59
clock buffer                       3      41.29          3.053
tap                               72      90.09          6.660
inverter                           9      33.78          2.498
multi-input combinational         52      372.9          27.57
## worst max-delay path: cells and delay by family (launching register included)
kind / cells / cell delay [ps]
xor gates and xnor gates: 3 / 500
DFF: 1 / 410
buffers and inverters: 1 / 120
AOI/OAI and AO/OA: 1 / 90
## worst paths after layout
check | startpoint | end | slack (ps) | depth (start not counted)
hold reg to reg | Counter_A.COUNT[0] | Counter_A.COUNT[0] | 440 | 1
hold / removal | RST | Shift_Register_A.date[1] | 430 | 2
setup reg to reg | Control_Unit_A.Current_State[3] | Shift_Register_A.date[4] | 530 | 5
setup / recovery | Parity_Calculator_A.data[7] | S_DATA | -20 | 5
min in group clk0 | Counter_A.COUNT[0] | Counter_A.COUNT[0] | 440 | 1
max in group asynchronous | RST | Control_Unit_A.Current_State[0] | 980 | 2
## stage by stage
| stage | std cells | setup TNS, ps | setup slack [ps] |
|---|---|---|---|
| after floorplan | 90 | 0 | 483.3 |
| after global placement | 174 | -137.9 | -137.9 |
| after detailed placement | 174 | -136.2 | -136.2 |
| after CTS | 179 | -59.04 | -59.04 |
| after global routing | 181 | -118.8 | -118.8 |
| final | 181 | -17.68 | -17.68 |
## layer usage
metal / track usage (%) / part of all wire [%] / routed length, um / up-vias
met4: 0.1229 / 0 / 0 / 0
met5: 0 / 0 / 0 / -
li1: - / - / - / 329
met3: 2.437 / 11 / 200 / 0
met2: 5.942 / 40 / 723 / 18
met1: 6.231 / 49 / 903 / 290
## placed cells by master, fill, tap and decap left out
cell / Yosys / final
xnor2_2: 0 / 2
buf_4: 2 / 7
nor2b_1: 2 / 2
bufinv_16: 0 / 1
nor2_1: 2 / 1
and2_1: 4 / 4
clkdlybuf4s50_1: 0 / 10
buf_6: 0 / 1
dfstp_2: 1 / 1
inv_1: 9 / 9
nor2_4: 0 / 1
o21ai_0: 14 / 14
a21oi_1: 1 / 1
ha_1: 2 / 2
nand2_1: 8 / 8
mux2_2: 1 / 1
a22o_1: 1 / 1
a21o_1: 2 / 2
xnor2_1: 7 / 5
clkbuf_8: 0 / 3
buf_2: 3 / 1
dfrtp_1: 23 / 22
o32ai_1: 1 / 1
dlymetal6s2s_1: 0 / 1
dfrtp_2: 0 / 1
mux2i_1: 7 / 7
## cells by family (layout without fill, tap and decap cells)
logic type | count (synthesis) | after routing | share of synthesized area, %
compound gates | 19 | 19 | 10.59
xor+xnor | 7 | 7 | 6.035
fa+ha+maj | 2 | 2 | 2.463
buf+inv | 14 | 33 | 6.280
flops | 24 | 24 | 59.24
mux | 8 | 8 | 8.005
simple gates | 16 | 16 | 7.389
## report_power, final
group | total, W | switching [W] | leakage (nW) | internal, W
clock network | 0.000490 | 0.000176 | 0.0357 | 0.000315
registers | 0.000570 | 0 | 0.257 | 0.000570
logic | 0.0000363 | 0.0000146 | 0.328 | 0.0000217
## what timing repair did
action	4_1_cts	5_1_grt
endpoints found under the setup margin	2	2
pin swaps	5	8
cloned	0	0
resized	6	4
buffers inserted	1	2
Power is estimated from default activity; no workload was simulated.
